**flow/design.v**
```verilog
module and_BEQ_type(op,F);
input [3:0] op;
output F;
wire a,b;
not(a,op[3]);
not(b,op[1]);
and(F,a,b,op[2],op[0]);
endmodule
module and_BNE_type(op,F);
input [3:0] op;
output F;
wire a,b;
not(a,op[3]);
not(b,op[0]);
and(F,a,b,op[2],op[1]);
endmodule
module and_LW_type(op,F);
input [3:0] op;
output F;
wire a,b,c;
not(a,op[2]);
not(b,op[1]);
not(c,op[0]);
and(F,a,b,c,op[3]);
endmodule
module and_R_type(op,F);
input [3:0] op;
output F;
wire a,b,c,d;
not(a,op[3]);
not(b,op[2]);
not(c,op[1]);
not(d,op[0]);
and(F,a,b,c,d);
endmodule
module and_SLTI_type(op,F);
input [3:0] op;
output F;
wire a;
not(a,op[3]);
and(F,a,op[2],op[1],op[0]);
endmodule
module and_SW_type(op,F);
input [3:0] op;
output F;
wire a,b,c;
not(a,op[2]);
not(b,op[1]);
and(F,a,b,op[3],op[0]);
endmodule
module and_addi_type(op,F);
input [3:0] op;
output F;
wire a,b,c;
not(a,op[3]);
not(b,op[2]);
not(c,op[1]);
and(F,a,b,c,op[0]);
endmodule
module and_andi_type(op,F);
input [3:0] op;
output F;
wire a,b,c;
not(a,op[3]);
not(b,op[2]);
not(c,op[0]);
and(F,a,b,c,op[1]);
endmodule
module and_nori_type(op,F);
input [3:0] op;
output F;
wire a,b,c;
not(a,op[3]);
not(b,op[1]);
not(c,op[0]);
and(F,a,op[2],b,c);
endmodule
module and_ori_type(op,F);
input [3:0] op;
output F;
wire a,b;
not(a,op[3]);
not(b,op[2]);
and(F,a,b,op[0],op[1]);
endmodule
module and_testing_type(op,F);
input [3:0] op;
output [9:0]F;
and_R_type q0(op,F[0]);
and_addi_type q1(op,F[1]);
and_andi_type q2(op,F[2]);
and_ori_type q3(op,F[3]);
and_nori_type q4(op,F[4]);
and_BEQ_type q5(op,F[5]);
and_BNE_type q6(op,F[6]);
and_SLTI_type q7(op,F[7]);
and_LW_type q8(op,F[8]);
and_SW_type q9(op,F[9]);
endmodule
```
**flow/run.sh**
```bash
#!/bin/bash
# OpenROAD 26Q1-2900-gdf79404cd8, Yosys 0.63+post, stock flow scripts
make -C /OpenROAD-flow-scripts/flow DESIGN_CONFIG=/design/flow/config.mk WORK_HOME=/design/flow/orfs finish
```
**flow/config.mk**
```make
export PLATFORM = sky130hd
export DESIGN_NAME = and_testing_type
export DESIGN_NICKNAME = and_testing_type
export VERILOG_FILES = /design/flow/design.v
export SDC_FILE = /design/flow/constraint.sdc
export NUM_CORES = 4
export LEC_CHECK = 1
export CORE_AREA = 10 10 70 70
export DIE_AREA = 0 0 80 80
```
**flow/constraint.sdc**
```tcl
current_design and_testing_type

set clk_period 1.0
set clk_io_pct 0.2

create_clock -name clk0 -period $clk_period

set non_clock_inputs [all_inputs -no_clocks]
set_input_delay [expr $clk_period * $clk_io_pct] -clock clk0 $non_clock_inputs
set_output_delay [expr $clk_period * $clk_io_pct] -clock clk0 [all_outputs]
```
==> CHANGELOG.md <==
### Metrics

- Failing checks: negative setup slack
- Classification of the worst-slack hold path: input port to output pin
- Logic area: 167.7 sq um
- Yosys chip area: 252.7 sq um
- Worst EP arrival: 0.82 ns
- Fmax achieved: 0.9788 GHz
- Switching portion of total power: 0.3480
- First-pass GRT wire length: 1179 um
- CP endpoint kind: output pin
- Die height: 80 um
- Sw power: 48.73 uW
- Hold buffers post-CTS: 0
- Clock share of power: 0
- Distinct lib cells: 7
- Worst-Margin Slew: 0.1723 ns
- Worst setup margin: -0.02164 ns
- Ys Warns: 0
- FFs & Latches: 0
- Tool Warnings: 34
- DRT antenna net count: 0
- Area Overhead vs Synth: 79.21%
- Hold Crit Start: op[3]
- Max VDD drop: 56.31 uV
- Cells in synth_stat.txt: 24
- Final Hold Fails: 0
- Worst-path cell chain: buf_12 > buf_8 > nor4b_4 > buf_2
- Filler cell count: 397
- DR vias: 209
- DP HPWL: 522.4 um
- Pwr Total: 140.0 uW
- CP startpoint: op[3]
- Max-slew violations: 0
- Largest net degree at the start of global routing: 8
- Horiz. Die Dim: 80 um
- Worst slack, placed: -0.7566 ns
- I/O pin count: 14
- Die Area: 0.006400 sq mm
- Comb pwr share: 1.000
- Power Density: 309.1 mW/mm^2
- Antenna violations before repair: 0
- # diodes: 0
- Worst EP required: 0.80 ns
- Clk_buf instances: 0
- Mapped Area: 252.7 sq um
- Setup violators final: 4
- Slowest cell on crit path: nor4b_4
- Tmin final: 1.022 ns
- Post-route DRC: 0
- DR pass1 iterations: 2
- P_leak: 0.2023 nW
- Result of the run: finished, violations left
- Via/cell ratio: 2.613
- Total core area: 0.003416 sq mm
- Number of port buffers: 14
- Pint: 91.27 uW
- GRT Overall Usage: 0.02309
- Drt total wl: 770 um
- Period utilisation layout: 1.022
- Crit path max fanout: 7
- Average size of a mapped cell: 10.53 sq um
- Sequential-to-total area share from yosys stat: 0
- # rows: 21
- Finished Layout Cells: 80
- Storage cell area: 0 sq um
- RSZ-0062 raised after global routing: yes
- Max incr delay on CP: 0.25 ns
- Post-Synthesis Cells: 24
- Setup TNS: -0.03045 ns
- Placed Cells: 74
- Floorplan core density: 0.07399
- CP startpoint kind: input port
- Finished Core Util: 0.1326
- Sequential Power Share: 0
- Routability congestion estimate: 0.5765
- Iteration-0 DRC Markers: 4
- Crit Path Class: input port to output pin
- Rel. slew slack: 0.8842
- Max_cap viols: 0
- Number of global-route vias before repair: 206
- Routed wire length per instance: 9.625 um
- Share of cells above drive strength 1: 0.9412
- Aggregate global routing overflow: 0
-- per-layer routing --
| layer | part of all wire | routed length [um] | track usage | up-vias |
|---|---|---|---|---|
| met4 | 0 | 0 | 0 | 0 |
| met2 | 0.57 | 441 | 0.04655 | 6 |
| met5 | 0 | 0 | 0 | - |
| met1 | 0.34 | 265 | 0.02439 | 105 |
| met3 | 0.082 | 63 | 0.005682 | 0 |
| li1 | - | - | - | 98 |
-- cells by family after synthesis --
group	Yosys count	share of synthesized area
buffers and inverters	14	0.4752
AND/OR/NAND/NOR	10	0.5248
-- cells in the mapped netlist --
cell type   n  area (sq um)
and4bb_2    3         37.54
and4b_1     1         10.01
nor4b_2     4         60.06
and4bb_1    1         12.51
nor4_2      1         12.51
buf_6       4         45.04
buf_4      10         75.07
-- worst paths after layout --
check | endpoint | slack, ns | cells after the start
setup / recovery | F[1] | -0.02 | 4
hold / removal | F[2] | 0.64 | 3
-- worst max-delay path, delay by kind of cell --
family / cells / cell delay (ns)
simple gates: 1 / 0.25
buf+inv: 3 / 0.37
-- cell usage in the layout (no fill, tap or decap), drive strengths merged --
cell type and instances:
and4b 1, buf 24, nor4 1, and4bb 4, nor4b 4
-- final cells by class --
type | instances | area share
Timing Repair Buffer | 24 | 0.5028
Multi-Input combinational cell | 10 | 0.3702
Tap cell | 46 | 0.1271
-- through the flow --
step	area [sq um]	hold slack (ns)
after floorplan	252.7	0.6445
after global routing	452.9	0.6598
after global placement	360.3	1.469
after CTS	401.6	0.7258
after detailed placement	360.3	1.465
final	452.9	0.6437
-- power groups by stage --
stage	Clock (mW)	Combinational [mW]	Sequential, mW
5_1_grt	0	0.151	0
4_1_cts	0	0.117	0
6_report	0	0.140	0
-- what timing repair did --
item,4_1_cts,5_1_grt
pin swaps,7,5
setup endpoints to repair,10,8
gates cloned,1,0
gates resized,60,13
endpoints found under the hold margin,0,0
setup buffers,6,2
Power figures rest on the tool's default switching activity, not on a simulated workload.
